`design/flow/design.v`:
```
module led0_module
(
    CLK, RSTn, LED_Out
);
    input CLK;
    input RSTn;
    output LED_Out;
    parameter T10MS = 21'd2_000_000;
    reg [20:0]Count1;
    always @ ( posedge CLK or negedge RSTn )
      if( !RSTn )	
	        Count1 <= 21'd0;
	    else if( Count1 == T10MS )
	        Count1 <= 21'd0;
	    else
	        Count1 <= Count1 + 1'b1;
	reg rLED_Out;
	always @ ( posedge CLK or negedge RSTn )
        if( !RSTn ) 
            rLED_Out <= 1'b0;
        else if( Count1 >= 21'd0 && Count1 < 21'd500_000 )
            rLED_Out <= 1'b1;
        else 
            rLED_Out <= 1'b0;
     assign LED_Out = rLED_Out;
endmodule
module led1_module
(
    CLK, RSTn, LED_Out
);
    input CLK;
    input RSTn;
    output LED_Out;
    parameter T10MS = 21'd2_000_000;
    reg [20:0]Count1;
    always @ ( posedge CLK or negedge RSTn )
      if( !RSTn )	
	        Count1 <= 21'd0;
	    else if( Count1 == T10MS )
	        Count1 <= 21'd0;
	    else
	        Count1 <= Count1 + 1'b1;
	reg rLED_Out;
	always @ ( posedge CLK or negedge RSTn )
        if( !RSTn ) 
            rLED_Out <= 1'b0;
        else if( Count1 >= 21'd500_000 && Count1 < 21'd1_000_000 )
            rLED_Out <= 1'b1;
        else 
            rLED_Out <= 1'b0;
     assign LED_Out = rLED_Out;
endmodule
module led2_module
(
    CLK, RSTn, LED_Out
);
    input CLK;
    input RSTn;
    output LED_Out;
    parameter T10MS = 24'd16_000_000;
    reg [23:0]Count1;
    always @ ( posedge CLK or negedge RSTn )
      if( !RSTn )	
	        Count1 <= 24'd0;
	    else if( Count1 == T10MS )
	        Count1 <= 24'd0;
	    else
	        Count1 <= Count1 + 1'b1;
	reg rLED_Out;
	always @ ( posedge CLK or negedge RSTn )
        if( !RSTn ) 
            rLED_Out <= 1'b0;
        else if( Count1 >= 24'd8_000_000 && Count1 < 24'd15_500_000 )
            rLED_Out <= 1'b1;
        else 
            rLED_Out <= 1'b0;
     assign LED_Out = rLED_Out;
endmodule
module led3_module
(
    CLK, RSTn, LED_Out
);
    input CLK;
    input RSTn;
    output LED_Out;
    parameter T100MS = 22'd20_000_000;
    reg [20:0]Count1;
    always @ ( posedge CLK or negedge RSTn )
      if( !RSTn )	
	        Count1 <= 21'd0;
	    else if( Count1 == T100MS )
	        Count1 <= 21'd0;
	    else
	        Count1 <= Count1 + 1'b1;
	reg rLED_Out;
	always @ ( posedge CLK or negedge RSTn )
        if( !RSTn ) 
            rLED_Out <= 1'b0;
        else if( Count1 >= 21'd1_500_000 && Count1 < 21'd2_000_000 )
            rLED_Out <= 1'b1;
        else 
            rLED_Out <= 1'b0;
     assign LED_Out = rLED_Out;
endmodule
module led4_module
(
    CLK, RSTn, LED_Out
);
    input CLK;
    input RSTn;
    output LED_Out;
    parameter T100MS = 24'd16_000_000;
    reg [23:0]Count1;
    always @ ( posedge CLK or negedge RSTn )
      if( !RSTn )	
	        Count1 <= 24'd0;
	    else if( Count1 == T100MS )
	        Count1 <= 24'd0;
	    else
	        Count1 <= Count1 + 1'b1;
	reg rLED_Out;
	always @ ( posedge CLK or negedge RSTn )
        if( !RSTn ) 
            rLED_Out <= 1'b0;
        else if( Count1 >= 24'd10_500_000 && Count1 < 24'd16_000_000 )
            rLED_Out <= 1'b1;
        else 
            rLED_Out <= 1'b0;
     assign LED_Out = rLED_Out;
endmodule
module ledTest
(
    CLK, RSTn, LED_Out, BUZZER
);
    input CLK;
	 input RSTn;
	 output BUZZER;
	 output [4:0]LED_Out;
	 wire LED0_Out;
	 led0_module U1
	 (
	     .CLK( CLK ),
		  .RSTn( RSTn ),
		  .LED_Out( LED0_Out )
	 );
	 wire LED1_Out;
	 led1_module U2
	 (
	     .CLK( CLK ),
		  .RSTn( RSTn ),
		  .LED_Out( LED1_Out )
	 );
	 wire LED2_Out;
	 led2_module U3
	 (
	     .CLK( CLK ),
		  .RSTn( RSTn ),
		  .LED_Out( LED2_Out )
	 );
	 wire LED3_Out;
	 led3_module U4
	 (
	     .CLK( CLK ),
		  .RSTn( RSTn ),
		  .LED_Out( LED3_Out )
	 );
	 wire LED4_Out;
	 led4_module U5
	 (
	     .CLK( CLK ),
		  .RSTn( RSTn ),
		  .LED_Out( LED4_Out )
	 );
	 wire BUZZER;
	 assign BUZZER = 1;
	 assign LED_Out = { LED4_Out, LED3_Out, LED2_Out, LED1_Out, LED0_Out };
endmodule
```
`design/flow/run.sh`:
```
#!/bin/bash
# OpenROAD 26Q1-2900-gdf79404cd8, Yosys 0.63+post, stock flow scripts
make -C /OpenROAD-flow-scripts/flow DESIGN_CONFIG=/design/flow/config.mk WORK_HOME=/design/flow/orfs finish
```
`design/flow/config.mk`:
```
export PLATFORM = sky130hd
export DESIGN_NAME = ledTest
export DESIGN_NICKNAME = ledTest
export VERILOG_FILES = /design/flow/design.v
export SDC_FILE = /design/flow/constraint.sdc
export NUM_CORES = 4
export LEC_CHECK = 1
export CORE_UTILIZATION = 30
```
`design/flow/constraint.sdc`:
```
current_design ledTest

set clk_period 3.8
set clk_io_pct 0.2

create_clock -name clk0 -period $clk_period [get_ports {CLK}]

set non_clock_inputs [all_inputs -no_clocks]
set_input_delay [expr $clk_period * $clk_io_pct] -clock clk0 $non_clock_inputs
set_output_delay [expr $clk_period * $clk_io_pct] -clock clk0 [all_outputs]
```
==> flow_summary.json <==
{
  "status": "finished clean",
  "ir_drop_mv": 0.265,
  "crit_type": "reg -> reg",
  "ant_nets": 0,
  "grt_pass1_vias": 3919,
  "warning_count": 32,
  "dpl.hpwl_mm": 6.88,
  "synth_seq_share_pct": 50.1,
  "drv_slew": 0,
  "drt_iter0_drc": 302,
  "finalClockSkew_ps": 5.50,
  "slowest_delay_ps": 680,
  "cts.reportedPaths.clkPinSlew_ps": 50,
  "synth_xor_xnor_area_share_pct": 12.4,
  "dr.pass1.iters": 5,
  "finalSetupViolCount": 0,
  "hold_buffers": 0,
  "cts_buffers": 17,
  "drc_errors": 0,
  "worst-path-buf-inv": 0,
  "worst_slew_pin_slew_ps": 826,
  "num_rows": 50,
  "htreeDepth": 4,
  "pre_cts_ws_ps": 1880,
  "clock_sinks": 116,
  "postCtsSetupBuffers": 0,
  "fin_ws_ps": 1810,
  "ctsResizeCount": 0,
  "layout-drive-gt1-share_pct": 6.73,
  "ys_warn_count": 6,
  "max_freq_mhz": 504,
  "fin_crit_sh_pct": 52.2,
  "yosys.stat.chipArea_mm2": 0.00579,
  "max_cap_violations": 0,
  "crit_path_start_kind": "register",
  "synthCells": 574,
  "grt_max_degree": 60,
  "crit_chain": "ha_1 -> nand4_1 -> nor4_1 -> nand4_1 -> mux2i_1",
  "numSynthFlops": 116,
  "power_leakage_nw": 2.94,
  "crit_path_max_fanout": 5,
  "simple_gate_share_pct": 24.1,
  "flop_cell": "dfrtp_1",
  "grt_pass1_wl_mm": 18.6,
  "ys_types": 49,
  "core_util_floorplan_pct": 30.8,
  "routabilityCongestion": 0.848,
  "wirelength_mm": 10.6,
  "aoi_share_pct": 5.45,
  "adder_share_pct": 2.16,
  "die_w_um": 141,
  "cp-end-kind": "register",
  "async_reset_ff_share_pct": 100,
  "power_density_mw_per_mm2": 438,
  "syn_avg_cell_area_um2": 10.1,
  "clk_latency_ps": 410,
  "ys_top_logic_family": "simple AND/OR/NAND/NOR gates",
  "crit_required_ps": 4090,
  "crit_top_cell": "nand4_1",
  "arrival_ps": 2270,
  "n_antenna_cell": 0,
  "syn_area_mm2": 0.00579,
  "min_path_type": "in -> async",
  "critPathSlowestCell": "nor4_1",
  "fin_setup_tns_ps": 0,
  "wl_per_cell_um": 12.4,
  "globalRouteOverflowTotal": 0,
  "ys_sh_mux_pct": 2.59,
  "path_delay_family": "simple AND/OR/NAND/NOR gates",
  "ys_cells": 574,
  "clockBufferDepth": 2,
  "pin_count": 8,
  "num_vias": 4067,
  "port-buffer-count": 6,
  "grt_usage_pct": 11.6,
  "relSlewSlack_pct": 44.4,
  "rsz0062_at_grt": "no",
  "fp.coreArea_mm2": 0.0188,
  "viasPerCell": 4.76,
  "root_buffer": "clkbuf_16",
  "chipArea_mm2": 0.0199,
  "cts_tree": "done",
  "antenna_found_initial": 0,
  "edf_count": 0,
  "period_minus_slack_ps": 1990,
  "die_y_um": 141,
  "areaGrowthSynthToFinish_pct": 16.1,
  "hold_viol": 0
}
[Yosys cell counts (all sizes together), types with 2 or more instances]
master | number | area share, %
and3 | 15 | 1.6
a31o | 3 | 0.45
nand4 | 33 | 3.8
nor4 | 18 | 2.2
or2 | 2 | 0.22
and4 | 4 | 0.60
nor2b | 5 | 0.54
o31ai | 5 | 0.65
nand2b | 2 | 0.22
xor2 | 30 | 4.5
nor3 | 26 | 2.2
a21oi | 8 | 0.69
a211oi | 2 | 0.26
mux2i | 15 | 2.6
ha | 10 | 2.2
nor2 | 47 | 3.0
nand2 | 35 | 2.3
or3 | 2 | 0.22
dfrtp | 116 | 50
buf | 9 | 1.0
clkbuf | 9 | 0.60
inv | 23 | 1.5
or4 | 2 | 0.32
nor4b | 5 | 0.76
xnor2 | 52 | 7.9
a21o | 2 | 0.26
and2 | 3 | 0.32
nand3 | 51 | 4.4
nor4bb | 4 | 0.69
o21ai | 22 | 1.9
[layer usage]
layer / up-vias / routed length [um] / GRT usage (%)
met5: - / 0 / 0
met4: 0 / 190 / 2.12
met3: 16 / 335 / 2.60
met2: 58 / 4610 / 16.5
met1: 1938 / 5450 / 18.5
li1: 2055 / - / -
[flip-flops by register name, summed over array words and instances (netlist names)]
signal,cells
U2.rLED_Out,1
U2.Count1,21
U1.rLED_Out,1
U3.Count1,24
U5.rLED_Out,1
U3.rLED_Out,1
U1.Count1,21
U4.rLED_Out,1
U5.Count1,24
U4.Count1,21
[path summary, 6_finish.rpt]
path / from / end / slack (ps) / cells after the start
max: U3.Count1[0] / U3.Count1[22] / 1810 / 5
max in group asynchronous: RSTn / U4.Count1[9] / 2600 / 2
min reg2reg: U4.Count1[4] / U4.Count1[4] / 460 / 1
min in group clk0: U4.Count1[4] / U4.Count1[4] / 460 / 1
min: RSTn / U2.Count1[16] / 420 / 1
max reg2reg: U3.Count1[0] / U3.Count1[22] / 1810 / 5
[cell usage in the layout (no fill, tap or decap), types with 8 or more instances in the layout]
cell type	netlist	routed
nor2_1	47	47
o21ai_0	22	22
nor3_1	26	26
nand2_1	35	35
xnor2_1	52	52
mux2i_1	15	15
nor4_1	16	16
nand4_1	32	32
a21oi_1	8	8
and3_1	15	15
nand3_1	51	51
inv_1	23	23
dfrtp_1	116	116
xor2_1	30	30
clkbuf_16	0	17
ha_1	10	10
[kinds of logic (layout without fill, tap and decap cells)]
family | after synthesis | count (layout)
buffers and inverters | 41 | 61
and+or+nand+nor | 258 | 258
DFF | 116 | 116
adders and majority gates | 10 | 10
other | 1 | 1
muxes | 15 | 15
xor gates and xnor gates | 82 | 82
AOI/OAI and AO/OA | 51 | 51
[layout make-up]
cell class	count	area [um2]
clock buffer	22	474
multi-input combinational	417	2710
clock inverter	9	151
sequential	116	2900
inverter	23	86.3
timing repair buffer	7	77.6
fill	1783	12100
tap	260	325
[power by group]
| part | internal [W] | switching (W) |
|---|---|---|
| Clock | 0.00114 | 0.000542 |
| Combinational | 0.00000275 | 0.0000232 |
| Sequential | 0.00124 | 0 |
[metrics by stage]
step	total power [W]	cell area, um2	util (%)	hold WS [ps]	std cells
4_1_cts	0.00298	6720	35.7	452	854
6_report	0.00295	6720	35.7	416	854
3_3_place_gp	0.00129	6100	32.4	457	823
3_5_place_dp	0.00129	6100	32.4	461	823
5_1_grt	0.00305	6720	35.7	481	854
2_1_floorplan	0.00126	5790	-	419	574
Power figures rest on the tool's default switching activity, not on a simulated workload.
